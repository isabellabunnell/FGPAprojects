$ cat run.sh
#!/bin/bash
# OpenROAD 26Q1-2900-gdf79404cd8, Yosys 0.63+post, stock flow scripts
make -C /OpenROAD-flow-scripts/flow DESIGN_CONFIG=/design/flow/config.mk WORK_HOME=/design/flow/orfs finish
$ cat design.v
module initialFrame(random, patternChoice, LFSRval, initPixels);
	input logic random;
	input logic [1:0] patternChoice;
	input logic [31:0] LFSRval;
	output logic [15:0][15:0] initPixels;
	always_comb begin
		if (random) begin
			for (integer i = 0; i < 16; i++) begin  
				initPixels[i] = {LFSRval[(i + 7)],
									  LFSRval[(i + 7)-1],
									  LFSRval[(i + 7)+1], 
									  LFSRval[(i + 7)-2],
									  LFSRval[(i + 7)+2],
									  LFSRval[(i + 7)-3],
									  LFSRval[(i + 7)+3],
									  LFSRval[(i + 7)-4],
									  LFSRval[(i + 7)+4],
									  LFSRval[(i + 7)-5],
									  LFSRval[(i + 7)+5],
									  LFSRval[(i + 7)-6],
									  LFSRval[(i + 7)+6],
									  LFSRval[(i + 7)-7],
									  LFSRval[(i + 7)+7]};
			end
		end
		else begin
			if (patternChoice == 2'b01) begin 
				initPixels[0]  = 16'b0000000000000000;
				initPixels[1]  = 16'b0000000000000000;
				initPixels[2]  = 16'b0000000000000000;
				initPixels[3]  = 16'b0000000000000000;
				initPixels[4]  = 16'b0000000000000000;
				initPixels[5]  = 16'b0000000000000000;
				initPixels[6]  = 16'b0000000000000000;
				initPixels[7]  = 16'b0000000110000000;
				initPixels[8]  = 16'b0000001001000000;
				initPixels[9]  = 16'b0000000110000000;
				initPixels[10] = 16'b0000000000000000;
				initPixels[11] = 16'b0000000000000000;
				initPixels[12] = 16'b0000000000000000;
				initPixels[13] = 16'b0000000000000000;
				initPixels[14] = 16'b0000000000000000;
				initPixels[15] = 16'b0000000000000000;
			end
			else if (patternChoice == 2'b10) begin
				initPixels[0]  = 16'b0000000000000000;
				initPixels[1]  = 16'b0000000000000000;
				initPixels[2]  = 16'b0000000000000000;
				initPixels[3]  = 16'b0000000000000000;
				initPixels[4]  = 16'b0000000000000000;
				initPixels[5]  = 16'b0000000000000000;
				initPixels[6]  = 16'b0000000000000000;
				initPixels[7]  = 16'b0000000111000000;
				initPixels[8]  = 16'b0000001110000000;
				initPixels[9]  = 16'b0000000000000000;
				initPixels[10] = 16'b0000000000000000;
				initPixels[11] = 16'b0000000000000000;
				initPixels[12] = 16'b0000000000000000;
				initPixels[13] = 16'b0000000000000000;
				initPixels[14] = 16'b0000000000000000;
				initPixels[15] = 16'b0000000000000000;
			end
			else begin
				initPixels[0]  = 16'b0000000000000000;
				initPixels[1]  = 16'b0000000000000000;
				initPixels[2]  = 16'b0000000000000000;
				initPixels[3]  = 16'b0000000000000000;
				initPixels[4]  = 16'b0000000000000000;
				initPixels[5]  = 16'b0000000000000000;
				initPixels[6]  = 16'b0000000100000000;
				initPixels[7]  = 16'b0000010001000000;
				initPixels[8]  = 16'b0000000000100000;
				initPixels[9]  = 16'b0000010000100000;
				initPixels[10] = 16'b0000001111100000;
				initPixels[11] = 16'b0000000000000000;
				initPixels[12] = 16'b0000000000000000;
				initPixels[13] = 16'b0000000000000000;
				initPixels[14] = 16'b0000000000000000;
				initPixels[15] = 16'b0000000000000000;
			end
		end
	end
endmodule
$ cat config.mk
export PLATFORM = sky130hd
export DESIGN_NAME = initialFrame
export DESIGN_NICKNAME = initialFrame
export VERILOG_FILES = /design/flow/design.v
export SDC_FILE = /design/flow/constraint.sdc
export NUM_CORES = 4
export LEC_CHECK = 1
export CORE_AREA = 10 10 120 120
export DIE_AREA = 0 0 130 130
$ cat constraint.sdc
current_design initialFrame

set clk_period 2.2
set clk_io_pct 0.2

create_clock -name clk0 -period $clk_period

set non_clock_inputs [all_inputs -no_clocks]
set_input_delay [expr $clk_period * $clk_io_pct] -clock clk0 $non_clock_inputs
set_output_delay [expr $clk_period * $clk_io_pct] -clock clk0 [all_outputs]
==> impl_metrics.env <==
# implementation run metrics
export IMPL_status="complete, no violations"
export IMPL_path_max_fanout=2
export IMPL_cp_slowest_stage_delay_ps=480
export IMPL_regArea_sq_um=0
export IMPL_viasPerCell=3.15
export IMPL_grt_pass1_vias=1749
export IMPL_n_sequential_cell=0
export IMPL_grt_max_degree=20
export IMPL_crit_chain="clkdlybuf4s50_1 -> nand2_1 -> buf_4 -> nand2_1 -> clkdlybuf4s50_1"
export IMPL_drc=0
export IMPL_grt_overflow_total=0
export IMPL_preCtsSetupSlack_ps=-296
export IMPL_core_sq_um=11900
export IMPL_lay_top_count="clkdlybuf4s50_1"
export IMPL_die_x_um=130
export IMPL_hp_class="primary input to output port"
export IMPL_slowest_stage="clkdlybuf4s50_1"
export IMPL_drive_gt1_frac=0.0973
export IMPL_num_rows=40
export IMPL_cts_hold_buf=0
export IMPL_vdd_drop_max_v=0.0000819
export IMPL_syn_avg_cell_area_sq_um=7.06
export IMPL_layout_top_cells="clkdlybuf4s50_1 (269), nand2_1 (19), conb_1 (16)"
export IMPL_dp_hpwl_um=6890
export IMPL_p_per_area_nw_per_um2=182
export IMPL_synth_cells=279
export IMPL_synthTopCellsByArea="buf_4 (80%), and2_1 (6.4%), nand2_1 (4.0%)"
export IMPL_place_congestion=0.715
export IMPL_syn_cell_area_sq_um=1970
export IMPL_p_leak_nw=1.46
export IMPL_critPathKind="primary input to output port"
export IMPL_grt_first_pass_wirelength_um=10200
export IMPL_finalSetupViolations=0
export IMPL_grt_setup_unrepaired="false"
export IMPL_final_max_slew_viol_count=0
export IMPL_finalCoreUtilization=0.301
export IMPL_crit_arrival_ps=1690
export IMPL_num_io_pins=291
export IMPL_area_delta_synth_final_pct=82.3
export IMPL_wirelength_um=8190
export IMPL_setup_slack_ps=71.7
export IMPL_ys_seq_share=0
export IMPL_cp_start_kind="primary input"
export IMPL_tool_warnings=36
export IMPL_netlist_area_leader_share=0.797
export IMPL_wl_per_cell_um=15.8
export IMPL_holdWs_ps=1570
export IMPL_top_area_cell="buf_4"
export IMPL_fp_util=0.165
export IMPL_ys_warn_count=1
export IMPL_ys_cells=279
export IMPL_grt_antenna_before_repair=0
export IMPL_num_vias=1626
export IMPL_finalCriticalPeriod_ps=2130
export IMPL_dieArea_sq_um=16900
export IMPL_p_total_mw=0.653
export IMPL_crit_required_ps=1760
export IMPL_firstDrtPassIters=2
export IMPL_synth_distinct_cells=14
export IMPL_synth_area_yosys_sq_um=1970
export IMPL_fin_crit_sh=0.967
export IMPL_postRouteAntennaNets=0
export IMPL_fmaxAchievable_ghz=0.470
export IMPL_die_y_um=130
export IMPL_nClkBuffers=0
export IMPL_n_antenna_cell=0
export IMPL_dr_first_iter_drc_count=18
export IMPL_port_buffer_count=273
export IMPL_maxCapViolCount=0
export IMPL_cp_end_kind="output port"
export IMPL_track_usage=0.0763
export IMPL_finalHoldViolations=0
## Yosys cell counts
master / count
buf_4: 209
nand2_1: 21
and2_1: 20
inv_1: 11
buf_6: 4
ha_1: 3
nand2b_1: 3
o21ai_0: 2
and2_4: 1
clkbuf_2: 1
conb_1: 1
nand2b_4: 1
o21ai_1: 1
o21bai_1: 1
## final timing paths
path                          end  cells past startpoint        start  slack (ps)
setup / recovery  initPixels[135]                      5  LFSRval[11]          70
hold / removal    initPixels[133]                      5       random        1570
## metal layers
layer | routed length (um) | GRT usage | up-vias
li1 | - | - | 795
met1 | 2830 | 0.0772 | 695
met2 | 4170 | 0.145 | 136
met3 | 1190 | 0.0379 | 0
met4 | 0 | 0 | 0
met5 | 0 | 0 | -
## layout make-up
type | count | area [sq um]
Timing Repair Buffer | 289 | 2950
Inverter | 11 | 41.3
Fill cell | 1209 | 8320
Multi-Input combinational cell | 70 | 417
Tap cell | 147 | 184
## where the power goes
part	internal (mW)	total (mW)	switching [mW]	leakage (nW)
clock network	0	0	0	0
logic	0.497	0.653	0.156	1.46
registers	0	0	0	0
total	0.497	0.653	0.156	1.46
## repair_timing
action / in CTS / in global routing
setup endpoints to repair: 240 / 77
gates cloned: 2 / 1
buffers inserted: 0 / 0
pin swaps: 1 / 1
resized: 23 / 6
## through the flow
stage	std cells	setup TNS, ps	cell area, sq um
after floorplan	294	0	2030
after global placement	514	-47690	3490
after detailed placement	514	-50980	3490
after CTS	516	0	3560
after global routing	517	0	3590
final	517	0	3590
## cells by family (layout without fill, tap and decap cells)
| kind of cell | count (synthesis) | count (layout) | share of synthesized area |
|---|---|---|---|
| AND/OR/NAND/NOR | 46 | 47 | 0.125 |
| other | 1 | 16 | 0.00190 |
| buffers and inverters | 225 | 300 | 0.843 |
| adder cells (fa/ha/maj) | 3 | 3 | 0.0191 |
| AND-OR/OR-AND | 4 | 4 | 0.0114 |
## worst max-delay path: cells and delay by family
family	cells	cell delay, ps
and+or+nand+nor	2	140
buffers and inverters	3	1100
Power figures rest on the tool's default switching activity, not on a simulated workload.
