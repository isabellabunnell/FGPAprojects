--- flow/run.sh ---
#!/bin/bash
# OpenROAD 26Q1-2900-gdf79404cd8, Yosys 0.63+post, stock flow scripts
make -C /OpenROAD-flow-scripts/flow DESIGN_CONFIG=/design/flow/config.mk WORK_HOME=/design/flow/orfs finish
--- flow/config.mk ---
export PLATFORM = sky130hd
export DESIGN_NAME = neighborChecker
export DESIGN_NICKNAME = neighborChecker
export VERILOG_FILES = /design/flow/design.v
export SDC_FILE = /design/flow/constraint.sdc
export NUM_CORES = 4
export LEC_CHECK = 1
export CORE_AREA = 10 10 70 70
export DIE_AREA = 0 0 80 80
--- flow/constraint.sdc ---
current_design neighborChecker

set clk_period 3.7
set clk_io_pct 0.2

create_clock -name clk0 -period $clk_period

set non_clock_inputs [all_inputs -no_clocks]
set_input_delay [expr $clk_period * $clk_io_pct] -clock clk0 $non_clock_inputs
set_output_delay [expr $clk_period * $clk_io_pct] -clock clk0 [all_outputs]
--- flow/design.v ---
module neighborChecker(topLeft, topCenter, topRight, centerLeft, centerRight, bottomLeft, bottomCenter, bottomRight, neighborCount);
	input logic topLeft, topCenter, topRight, centerLeft, centerRight, bottomLeft, bottomCenter, bottomRight;
	output integer neighborCount;
	logic [7:0] neighbors;
	assign neighbors = {topLeft, topCenter, topRight, centerLeft, centerRight, bottomLeft, bottomCenter, bottomRight};
	always@(neighbors) begin
		neighborCount = 0;
		neighborCount = neighbors[0]+neighbors[1]+neighbors[2]+neighbors[3]+neighbors[4]+neighbors[5]+neighbors[6]+neighbors[7];
	end
endmodule
module neighborChecker_testbench();
	logic topLeft, topCenter, topRight, centerLeft, centerRight, bottomLeft, bottomCenter, bottomRight;
	integer neighborCount;
	neighborChecker dut(.topLeft, .topCenter, .topRight, .centerLeft, .centerRight, .bottomLeft, .bottomCenter, .bottomRight, .neighborCount);
	initial begin
			topLeft = 0; topCenter = 0; topRight = 0; centerLeft = 0; centerRight = 0; bottomLeft = 0; bottomCenter = 0; bottomRight = 0; #10;  
			topLeft = 1; topCenter = 0; topRight = 0; centerLeft = 0; centerRight = 0; bottomLeft = 0; bottomCenter = 0; bottomRight = 0; #10;  
			topLeft = 0; topCenter = 1; topRight = 0; centerLeft = 0; centerRight = 1; bottomLeft = 0; bottomCenter = 0; bottomRight = 0; #10;  
			topLeft = 0; topCenter = 1; topRight = 0; centerLeft = 0; centerRight = 1; bottomLeft = 0; bottomCenter = 1; bottomRight = 0; #10;  
			topLeft = 1; topCenter = 0; topRight = 1; centerLeft = 0; centerRight = 0; bottomLeft = 1; bottomCenter = 0; bottomRight = 1; #10;  
			topLeft = 1; topCenter = 1; topRight = 1; centerLeft = 1; centerRight = 1; bottomLeft = 0; bottomCenter = 0; bottomRight = 0; #10;  
			topLeft = 1; topCenter = 1; topRight = 1; centerLeft = 1; centerRight = 1; bottomLeft = 1; bottomCenter = 0; bottomRight = 0; #10;  
			topLeft = 1; topCenter = 1; topRight = 1; centerLeft = 1; centerRight = 1; bottomLeft = 1; bottomCenter = 1; bottomRight = 0; #10;  
			topLeft = 1; topCenter = 1; topRight = 1; centerLeft = 1; centerRight = 1; bottomLeft = 1; bottomCenter = 1; bottomRight = 1; #10;  
	end
endmodule	
==> Flow_metrics.wiki <==
== Implementation results ==
{| class="wikitable"
! Metric !! Value
|-
| Min setup slack post-route || -0.2404 ns
|-
| Die area || 0.006400 mm²
|-
| Power density cells || 178.7 mW/mm²
|-
| Fraction of the yosys area taken by sequential cells || 0%
|-
| Effective utilization at floorplan || 11.50%
|-
| Count of input and output buffers || 12
|-
| Critical path peak fanout || 2
|-
| Number of cells in the yosys synthesis report || 50
|-
| Power Total || 84.52 µW
|-
| Highest attainable clock frequency || 253.8 MHz
|-
| Standard-cell rows || 21
|-
| Status || finished with violations
|-
| Die Y-Extent || 80 µm
|-
| Setup Crit Path Kind || input port to output pin
|-
| Flop area || 0 µm²
|-
| Number of placed I/O pins || 40
|-
| Vias in the first global route || 283
|-
| Worst ir drop on vdd || 0.00003485 V
|-
| Kind of path behind the tightest hold check || input port to output pin
|-
| Top cell excl fill/tap || sky130_fd_sc_hd__conb_1
|-
| Antenna diode instance count || 0
|-
| Initial antenna violation count || 0
|-
| Post-DRT Antenna Nets || 0
|-
| Final global-route overflow total || 0
|-
| Number of remaining DRC errors || 0
|-
| Critical Path AT || 3.20 ns
|-
| Hold-fix buffers at CTS || 0
|-
| Max-cap viol count || 0
|-
| Post-detailed-routing wire length || 802 µm
|-
| Hold Fails Final Rpt || 0
|-
| Core Box Area || 0.003416 mm²
|-
| Synth Instances || 50
|-
| Filler cells || 404
|-
| Setup slack after placement || -1.013 ns
|-
| Post-route design area || 473.0 µm²
|-
| Average wire per cell in the routed design || 7.426 µm
|-
| RSZ-0062 raised after global routing || yes
|-
| Number of distinct library cells after synthesis || 8
|-
| Vias || 229
|-
| Instance area at placement || 469.2 µm²
|-
| Area of the mapped netlist || 392.9 µm²
|-
| Most frequent cells in the layout || 28 x sky130_fd_sc_hd__conb_1, 9 x sky130_fd_sc_hd__inv_1, 5 x sky130_fd_sc_hd__clkdlybuf4s50_1, 4 x sky130_fd_sc_hd__buf_2
|-
| Post-layout period usage of the worst path || 106.5%
|-
| Aggregate global-route resource usage || 2.134%
|-
| Post-DP HPWL || 763.9 µm
|-
| Synthesized chip area reported by yosys || 392.9 µm²
|-
| Number of slew-limit violations in the final report || 0
|-
| Die W || 80 µm
|-
| Kind of start point of the critical path || input port
|-
| Ratio of cells with drive above 1 in the final layout || 19.35%
|-
| Number of sequential cells in the layout || 0
|-
| Layout Utilization || 13.85%
|-
| Kind of end point of the critical path || output pin
|-
| Min Clock Period, post-route || 3.940 ns
|-
| Tally of OpenROAD warnings || 34
|-
| Number of clock buffer instances in the layout || 0
|-
| Combined area of the multi-input logic cells || 261.5 µm²
|-
| Yosys warning tally || 1
|-
| Placer's final routability congestion estimate || 0.7602
|-
| Leakage power summed over all cells || 0.2626 nW
|-
| Drt via density || 2.120
|-
| Fin Hold WS || 2.055 ns
|-
| Count of final setup violators || 2
|-
| Failing checks || negative setup slack
|-
| Synthesized area per cell || 7.858 µm²
|-
| Synth-to-layout area growth || 20.38%
|-
| DRT iter0 DRCs || 2
|-
| Critical path data required time || 2.96 ns
|-
| Wire length of the first global-routing pass || 1179 µm
|-
| Iteration count of the initial detailed-routing pass || 2
|-
| Pin count of the biggest net entering global routing || 3
|}
-- repair_timing --
item | 4_1_cts | 5_1_grt
buffers inserted | 1 | 0
setup endpoints to repair | 4 | 4
pin swaps | 6 | 6
resized | 30 | 1
-- routing by layer --
| metal | global-route usage (%) | up-vias | part of all wire [%] |
|---|---|---|---|
| met4 | 0 | 0 | 0 |
| li1 | - | 110 | - |
| met1 | 3.006 | 97 | 46 |
| met2 | 3.451 | 22 | 45 |
| met5 | 0 | - | 0 |
| met3 | 0.4545 | 0 | 9.2 |
-- stage by stage --
step,TNS [ns],std cells
after CTS,-0.8342,109
after detailed placement,-3.211,108
after global placement,-3.213,108
after floorplan,0,77
after global routing,-0.6886,108
final,-0.4138,108
-- synth_stat cells, drive strengths merged --
cell	n	area [µm²]
buf	28	210.2
inv	11	41.29
fa	4	80.08
ha	3	37.54
a21oi	1	5.000
conb	1	3.750
nor2b	1	6.260
xnor2	1	8.760
-- power by group --
part           switching (mW)  internal (mW)
registers                   0              0
logic                  0.0354         0.0491
clock network               0              0
total                  0.0354         0.0491
-- path summary, 6_finish.rpt --
path              startpoint               end  slack, ns  cells past startpoint
setup / recovery     topLeft  neighborCount[1]      -0.24                     11
hold / removal    centerLeft  neighborCount[2]       2.05                      5
-- cell families after synthesis --
kind of cell    synth area share, %
other cells                  0.9545
compound gates                1.273
simple gates                  1.593
xor+xnor                      2.230
fa+ha+maj                     29.94
buf+inv                       64.01
-- critical path, stage by stage --
cell and delay (ns):
sky130_fd_sc_hd__buf_6 0.09, sky130_fd_sc_hd__fa_1 0.52, sky130_fd_sc_hd__inv_1 0.05, sky130_fd_sc_hd__fa_1 0.49, sky130_fd_sc_hd__fa_1 0.42, sky130_fd_sc_hd__inv_2 0.08
sky130_fd_sc_hd__ha_4 0.13, sky130_fd_sc_hd__inv_2 0.03, sky130_fd_sc_hd__fa_2 0.50, sky130_fd_sc_hd__inv_1 0.03, sky130_fd_sc_hd__buf_2 0.10
-- layout make-up --
class                      instances  area share, %
timing repair buffer              13          23.81
multi-input combinational         38          55.29
inverter                          11          8.730
tap                               46          12.17
No activity file was given, so power comes from the tool's default toggle rates.
