[./run.sh]
#!/bin/bash
# OpenROAD 26Q1-2900-gdf79404cd8, Yosys 0.63+post, stock flow scripts
make -C /OpenROAD-flow-scripts/flow DESIGN_CONFIG=/design/flow/config.mk WORK_HOME=/design/flow/orfs finish
[./config.mk]
export PLATFORM = sky130hd
export DESIGN_NAME = neighborCounter
export DESIGN_NICKNAME = neighborCounter
export VERILOG_FILES = /design/flow/design.v
export SDC_FILE = /design/flow/constraint.sdc
export NUM_CORES = 4
export LEC_CHECK = 1
export CORE_AREA = 10 10 70 70
export DIE_AREA = 0 0 80 80
[./constraint.sdc]
current_design neighborCounter

set clk_period 5.5
set clk_io_pct 0.2

create_clock -name clk0 -period $clk_period

set non_clock_inputs [all_inputs -no_clocks]
set_input_delay [expr $clk_period * $clk_io_pct] -clock clk0 $non_clock_inputs
set_output_delay [expr $clk_period * $clk_io_pct] -clock clk0 [all_outputs]
[./design.v]
module neighborCounter(neighbors, aliveCount);
	input logic [7:0] neighbors;
	output integer aliveCount;
	always @(neighbors) begin
		aliveCount = 0;
		for (integer i=0; i < 8; i++) begin
			if (neighbors[i] == 1'b1)
				aliveCount = aliveCount + 1;
		end
	end
endmodule
==> run notes <==
impl run done, here's what came out: outcome=complete, no violations, die height=80 µm, post-synthesis instance area=853.3 µm², final WL=1822 µm, first-pass GRT wire length=roughly 3300 µm, Pre-Place Util=between 20% and 30%, Die X=80 µm, Area Overhead vs Synth=46.19%, grt ovf=0, final setup fails=0, Largest delay share family, worst path=adder cells, Netlist cell types=38, DP Wirelength=1474 µm, Non-Filler Instances=188, routed via count=733, Worst setup SP type=input pin, mean post-synth cell area=8.205 µm², WP buf/inv=6, drt drc=0, final-layout fill cell count=346, delay of the slowest cell on the worst path=0.40 ns, layout cells sized above 1=between 40 and 50%, GRT Util Overall=5.677%, Finished Cell Area=0.001247 mm², fmax=0.1879 GHz, Synth Warn #=1, Slew Limit Fails=0, drt via density=3.899, unrepaired setup endpoints after global routing=no, min-delay worst type=in2out, crit share post-route=96.75%, PwrDens=~200 mW/mm², clkbuf count=0, OpenROAD warning count=35, core area=between 0.003 and 0.004 mm², final core utilization=36.52%, sequential fraction of the synthesis area=0%, worst-path cell chain=clkdlybuf4s15_2 > buf_4 > xnor3_2 > inv_1 > ha_1 > inv_1 > a32oi_1 > o31a_1 > ha_4 > mux2_4 > ha_4 > mux2i_2 > inv_1 > ha_2 > nand2_1 > xnor2_1 > dlygate4sd2_1, cell with the most instances after synthesis=buf_4, largest net degree at the start of global routing=10, Crit path top cell by count=inv_1, Leakage=0.5880 nW, Final Hold Fails=0, Top cell area share=about a quarter, ANT cells=0, WS Path Type=in2out, Die Size=0.006400 mm², initial antenna violation count=0, IO Port Bufs=13, FF+latch count=0, VDD IR max=0.00006900 V, Worst EP required=4.40 ns, ys cells=between 100 and 150, YS chip area=853.3 µm², hold_sp=neighbors[7], crit path DAT=4.22 ns, 1st-pass router iterations=4, Post-DRT Antenna Nets=0, worst-path fanout max=7, Crit. End Element=primary output, top cells, area=buf_4 24%, ha_1 12%, xnor2_1 5.1%, xor2_1 5.1%, xnor2_2 3.8%, row cnt=21, critical path's slowest cell=xnor3_2, Tmin final=5.321 ns, Yosys top cell by area=buf_4, Flop area=0 µm², max_cap viols=0, Top Ports=40, average wire per standard cell=9.691 µm, synth cell count leaders=27 x buf_4, 8 x ha_1, 6 x inv_1, 6 x nand2_1, Starting DRT DRC Count=19, vias in the first global route=about 780, placed cell area=approximately 0.0011 mm², Cells after Synth=roughly 100, Placed Cells=roughly 180, Crit. Startpoint=neighbors[2], gpl congestion=~0.8
-- per-layer routing --
| layer | vias to the layer above | GRT usage [%] | part of all wire, % |
|---|---|---|---|
| met5 | - | 0 | 0 |
| met4 | 0 | 0 | 0 |
| met3 | 0 | 0.4545 | 3.5 |
| met2 | 20 | 9.952 | 48 |
| met1 | 330 | 7.790 | 49 |
| li1 | 383 | - | - |
-- report_power, final --
| part | switching [mW] | internal, mW |
|---|---|---|
| Sequential | 0 | 0 |
| Clock | 0 | 0 |
| Combinational | 0.0996 | 0.147 |
-- path summary, 6_finish.rpt --
path,end,cells past startpoint
worst max-delay path,aliveCount[2],17
worst min-delay path,aliveCount[1],4
-- metrics by stage --
step	hold WS [ns]	worst slack, ns	setup TNS [ns]	total power [mW]
4_1_cts	3.110	0.05161	0	0.2376
3_5_place_dp	3.261	-0.7505	-2.715	0.1976
3_3_place_gp	3.273	-0.7513	-2.718	0.1972
2_1_floorplan	2.229	0.1137	0	0.1233
5_1_grt	3.030	0.002236	0	0.2746
6_report	2.968	0.1787	0	0.2465
-- layout by cell type, fill, tap and decap left out, types with 2 or more instances in the layout --
master	Yosys	final
clkbuf_2	0	2
xnor2_4	1	2
nand2_1	6	5
ha_2	0	2
dlygate4sd2_1	0	3
nand2b_1	4	4
xor2_1	5	5
xnor2_2	2	3
buf_4	27	27
xnor2_1	5	3
nor2_1	4	3
conb_1	1	27
buf_6	1	3
ha_1	8	2
clkdlybuf4s50_1	0	5
nand3_2	0	2
nand4_1	4	4
ha_4	0	4
inv_1	6	4
o31a_1	2	2
-- logic make-up (layout without fill, tap and decap cells) --
family	Yosys count	after routing	synth area share, %
compound gates	13	13	13.93
xor+xnor	14	14	20.09
fa+ha+maj	8	8	11.73
buf+inv	36	48	28.88
mux	3	3	3.666
other cells	1	27	0.4395
simple gates	29	29	21.26
-- area by class of cell --
type	instances	area [µm²]	area share, %
multi-input cells	94	825.8	66.20
well taps	46	57.56	4.614
inverters	6	25.02	2.006
repair buffers	42	339.1	27.18
-- worst min-delay path, cell delays in order --
cell and delay [ns]:
clkdlybuf4s50_1 0.52, nand2_1 0.10, o21ai_1 0.06, clkbuf_2 0.09
-- repair_timing --
| action | CTS | global route |
|---|---|---|
| buffers inserted | 9 | 1 |
| hold buffers | 0 | 0 |
| gates resized | 37 | 11 |
| pin swaps | 14 | 13 |
| setup endpoints to repair | 4 | 4 |
No activity file was given, so power comes from the tool's default toggle rates.
